==> flow/run.sh <==
#!/bin/bash
# OpenROAD 26Q1-2900-gdf79404cd8, Yosys 0.63+post, stock flow scripts
make -C /OpenROAD-flow-scripts/flow DESIGN_CONFIG=/design/flow/config.mk WORK_HOME=/design/flow/orfs finish
==> flow/design.v <==
`timescale 1ns / 1ps
module aludec(input  logic [5:0] funct,
              input  logic [1:0] aluop,
              output logic [3:0] alucontrol);
  always_comb
    case(aluop)
      2'b00: alucontrol <= 4'b0010;   
      2'b01: alucontrol <= 4'b0110;   
      2'b10: alucontrol <= 4'b1111;   
      default: case(funct)           
          6'b100000: alucontrol <= 4'b0010;  
          6'b100010: alucontrol <= 4'b0110;  
          6'b100100: alucontrol <= 4'b0000;  
          6'b100101: alucontrol <= 4'b0001;  
          6'b101010: alucontrol <= 4'b0111;  
          6'b000000: alucontrol <= 4'b1000;  
          6'b110011: alucontrol <= 4'b1001;  
          default:   alucontrol <= 4'bxxxx;  
        endcase
    endcase
endmodule
==> flow/config.mk <==
export PLATFORM = sky130hd
export DESIGN_NAME = aludec
export DESIGN_NICKNAME = aludec
export VERILOG_FILES = /design/flow/design.v
export SDC_FILE = /design/flow/constraint.sdc
export NUM_CORES = 4
export LEC_CHECK = 1
export CORE_AREA = 10 10 70 70
export DIE_AREA = 0 0 80 80
==> flow/constraint.sdc <==
current_design aludec

set clk_period 3.0
set clk_io_pct 0.2

create_clock -name clk0 -period $clk_period

set non_clock_inputs [all_inputs -no_clocks]
set_input_delay [expr $clk_period * $clk_io_pct] -clock clk0 $non_clock_inputs
set_output_delay [expr $clk_period * $clk_io_pct] -clock clk0 [all_outputs]
==> results.py <==
# Physical implementation metrics
metrics = {
    "power": {
        "switching_share": 0.366,
        "power.share.combinational": 1.000,
        "power.density_nw_per_um2": 98.8,
        "seq_power_share": 0,
        "internal-power_mw": 0.0250,
        "clockPowerShare": 0,
        "total_leakage_power_nw": 0.142,
        "max-vdd-ir-drop_v": 0.0000120,
        "total_switching_power_mw": 0.0144,
        "totalPowerFinal_mw": 0.0394,
    },
    "floorplanning": {
        "dieArea_um2": 6400,
        "placementRows": 21,
        "design.portCount": 12,
        "floorplanUtilization": 0.0473,
        "die-width_um": 80,
        "floorplan.die.height_um": 80,
        "design.core.area_um2": 3420,
    },
    "yosys": {
        "ys_cells": 24,
        "yosysUniqueCellTypes": 15,
        "cell_taking_the_most_area_after_synthesis": "ha_1",
        "synth.cells.most_frequent": "nand4_1, nor2_1",
        "synth-area-yosys_um2": 161,
        "post_synth_inst_count": 24,
        "synth.top_cells.by_area": "ha_1, nand4_1, a211oi_1",
        "postSynthAreaPerCell_um2": 6.73,
        "synth.top_cell.area_share": 0.155,
        "synth_area_um2": 161,
        "ys_seq_frac": 0,
        "yosys_warnings": 1,
    },
    "final_timing": {
        "slew_violations": 0,
        "final_clock_period_utilization_by_the_worst_path": 0.989,
        "timing.fmax_ghz": 0.337,
        "rsz0062_at_grt": "true",
        "worst_slack_ns": 0.0344,
        "setup-violations-final": 0,
        "timing.setup.tns_ns": 0,
        "layout_min_cycle_time_ns": 2.97,
        "holdWs_ns": 1.89,
        "tightest_slew_ns": 0.189,
        "max-slew-margin-rel": 0.874,
        "finalHoldViolCount": 0,
    },
    "cells_and_area": {
        "post-route-util": 0.117,
        "layout.cells.non_filler": 87,
        "seq_cell_area_um2": 0,
        "drive_above_1_share": 0.244,
        "postLayoutCellArea_um2": 399,
        "seq_cell_count": 0,
        "areaGrowthSynthToFinish_pct": 147,
        "fillers": 390,
        "clockBufferCount": 0,
    },
    "worst_setup_path": {
        "timing.critical_path.cells": "clkdlybuf4s50_1 > or4_4 > a211oi_2 > mux2_2 > clkdlybuf4s50_1",
        "critical_path_peak_fanout": 2,
        "worstSetupEndpointType": "output port",
        "timing.critical_path.from_type": "input port",
        "timing.critical_path.slowest_stage_cell": "or4_4",
        "worst_path_most_repeated_cell": "clkdlybuf4s50_1",
        "setup.worst_path.class": "in -> out",
        "required_ns": 2.40,
        "critPathBufInv": 2,
        "arrival_ns": 2.37,
        "critical-path-max-stage-delay_ns": 0.54,
        "worst_path_top_cell_family_by_delay": "buffers and inverters",
    },
    "routing": {
        "drt-wirelength-per-cell_um": 7.26,
        "dr.max_layer_used": "met3",
        "remaining_drc_errors": 0,
        "antennaDiodeCount": 0,
        "routed_wirelength_um": 632,
        "wirelength_met1_um": 315,
        "drtPass1Iterations": 4,
        "met2_wirelength_um": 260,
        "initial_detailed_routing_violation_count": 1,
        "drt-vias-per-instance": 2.84,
        "postRouteAntennaNets": 0,
        "routed-wl-met3_um": 56,
        "dr_total_vias": 247,
    },
    "global_routing": {
        "first_global_vias": 234,
        "antenna_found_initial": 0,
        "grt_usage": 0.0182,
        "global_route.overflow_total": 0,
        "grt_pass1_wl_mm": 1.03,
        "grt_start_max_net_pins": 7,
    },
    "place": {
        "place_worst_setup_slack_ns": -0.0243,
        "dp_cells": 87,
        "detailedPlacementHpwl_um": 524,
        "buffer_ports.inserted": 12,
        "gp_routability_congestion": 0.771,
        "placed_cell_area_um2": 377,
    },
    "status": {
        "outcome": "finished clean",
    },
    "hold_path": {
        "holdCritPathClass": "in -> out",
    },
    "run": {
        "cap_violations": 0,
        "warnings": 34,
    },
    "clock_tree": {
        "post_cts_hold_buffer_count": 0,
        "cts_setup_buffers": 0,
    },
}
## power groups by stage
stage     sequential, mW  combinational, mW  clock [mW]
4_1_cts                0             0.0379           0
5_1_grt                0             0.0434           0
6_report               0             0.0394           0
## layout by cell type (no fill, tap or decap), types with 2 or more instances in the layout
cell type         n
a211oi_2          2
buf_4             4
clkdlybuf4s50_1  10
ha_1              2
nand2_1           2
nand4_1           3
nor2_1            3
nor2b_1           2
## per-layer routing
layer  track usage  vias to the layer above
li1              -                      128
met1        0.0250                      109
met2        0.0321                       10
met3       0.00114                        0
met4             0                        0
met5             0                        -
## cell families (layout without fill, tap and decap cells)
kind of cell / Yosys count / in the layout / synth area share
simple gates: 14 / 14 / 0.504
mux: 1 / 1 / 0.0698
fa+ha+maj: 2 / 2 / 0.155
buf+inv: 1 / 18 / 0.0232
compound gates: 6 / 6 / 0.248
## final timing paths
kind              depth (start not counted)       endpoint  slack (ns)      from
setup / recovery                          5  alucontrol[3]        0.03  funct[0]
hold / removal                            5  alucontrol[0]        1.89  funct[1]
## timing repair
action                     4_1_cts  5_1_grt
resized                          2        6
pin swaps                        2        2
setup endpoints to repair        2        2
## cell type report
type,count,area (um2),area share
repair buffers,17,163,0.408
inverters,1,3.75,0.00940
multi-input cells,23,175,0.439
well taps,46,57.6,0.144
Power figures rest on the tool's default switching activity, not on a simulated workload.
