File: design/flow/design.v
`timescale 1ns / 1ps
module dmem(input  logic        clk, we, byte_enable,
            input  logic [31:0] a, wd,
            output logic [31:0] rd);
  logic [0:3][7:0] RAM[63:0];
  assign rd = RAM[a[31:2]];  
  always_ff @(posedge clk)
    if (we) begin
        if(byte_enable)
            RAM[a[31:2]][a[1:0]] <= wd[7:0];
        else
            RAM[a[31:2]] <= wd;
    end
endmodule
File: design/flow/run.sh
#!/bin/bash
# OpenROAD 26Q1-2900-gdf79404cd8, Yosys 0.63+post, stock flow scripts
make -C /OpenROAD-flow-scripts/flow DESIGN_CONFIG=/design/flow/config.mk WORK_HOME=/design/flow/orfs finish
File: design/flow/config.mk
export PLATFORM = sky130hd
export DESIGN_NAME = dmem
export DESIGN_NICKNAME = dmem
export VERILOG_FILES = /design/flow/design.v
export SDC_FILE = /design/flow/constraint.sdc
export NUM_CORES = 4
export LEC_CHECK = 1
export CORE_UTILIZATION = 50
File: design/flow/constraint.sdc
current_design dmem

set clk_period 32.7
set clk_io_pct 0.2

create_clock -name clk0 -period $clk_period [get_ports {clk}]

set non_clock_inputs [all_inputs -no_clocks]
set_input_delay [expr $clk_period * $clk_io_pct] -clock clk0 $non_clock_inputs
set_output_delay [expr $clk_period * $clk_io_pct] -clock clk0 [all_outputs]
==> flow_summary.json <==
{
  "outcome": "completed",
  "p_total_mw": 5.47,
  "rsz0062_at_grt": "no",
  "worstPathRequired_ns": 26.16,
  "maxCapViolCount": 0,
  "min_period_ns": 18.18,
  "cp_max_fo": 50,
  "grt_start_max_net_pins": 74,
  "post-cts-setup-buffer-count": 0,
  "dr.pass1.iters": 6,
  "grtUsageMet2_pct": 46.8,
  "yosys.cell_types.count": 58,
  "core_sq_um": 158000,
  "crit_chain": "buf_8, buf_4, buf_4, nor2_4, buf_4, a221oi_1, nor3_1, a311o_1, a211oi_1, nand4_1, clkdlybuf4s50_1",
  "place.gp.congestion": 0.973,
  "syn_area_per_cell_sq_um": 16.9,
  "crit_path_top_delay_cell": "nand4_1",
  "dieWidth_um": 401,
  "peakVddDrop_mv": 0.0645,
  "via_per_inst": 6.47,
  "worstPathArrival_ns": 11.64,
  "yosys_area_sq_um": 79700,
  "hold-path-cell-count": 2,
  "clock.fmax_mhz": 55.0,
  "cts_resized": 0,
  "cts_max_level": 4,
  "worstSetupPathType": "in2out",
  "finalClockPeriodUsage_pct": 55.6,
  "drc_errors": 0,
  "ys_cells": 4718,
  "die-area_sq_um": 161000,
  "grt.total_usage_pct": 34.5,
  "ys_seq_share_pct": 77.1,
  "ys_warn_count": 1,
  "drtIter0Drc": 3628,
  "vias": 46200,
  "cts_buffer_depth": 3,
  "wl_per_cell_um": 34.5,
  "tool_warnings": 50,
  "synth-edff-count": 2048,
  "fp_util_pct": 50.3,
  "worst_pin_slew_ns": 1.03,
  "antenna_found_initial": 25,
  "postRouteAntennaNets": 0,
  "die.size.y_um": 401,
  "synthCells": 4718,
  "crit_top_cell": "buf_4",
  "grt_pass1_vias": 47800,
  "hold_class": "in2reg",
  "rows": 146,
  "hold-path-endpoint": "RAM[54][24]",
  "drive_above_1_share_pct": 15.1,
  "fillCellCount": 11700,
  "finalSetupViolCount": 0,
  "holdWs_ns": 6.58,
  "ys.flop_type": "edfxtp_1",
  "grt_pass1_wl_mm": 347,
  "slew_headroom_pct": 30.9,
  "critical_path_buf_inv_count": 5,
  "clkTransAtPathRegs_ns": 0.06,
  "cts_root_buffer": "clkbuf_16",
  "largest_reg_flops": 2048,
  "grt-ovfl-total": 0,
  "synth_area_sq_um": 79700,
  "synthArstFlopShare_pct": 0,
  "cts_sinks": 2048,
  "hp-start": "wd[24]",
  "path_delay_family": "buffers and inverters",
  "final_hold_viol_count": 0,
  "cts_hold_buf": 0,
  "critPathLaunchType": "input port",
  "place_area_sq_um": 83400,
  "grt-busiest-layer": "met2",
  "worstSetupEndpointType": "output port",
  "ys_ff": 2048,
  "wl_mm": 246,
  "use_met1_pct": 42.9,
  "cts_inserted_buffers": 201,
  "design.portCount": 99,
  "leakage_nw": 25.9,
  "cts_tree": "yes",
  "dp_hpwl_mm": 152,
  "slowest_delay_ns": 0.68,
  "use_met3_pct": 26.5,
  "slew_violations": 0,
  "layout_top_cells": "2048 x edfxtp_1, 379 x nor2_1, 368 x a22oi_1",
  "area_growth_pct": 12.6,
  "portBuffers": 74,
  "mostFrequentLayoutCell": "edfxtp_1",
  "powerDensity_nw_per_um2": 61.0,
  "fin_area_sq_um": 89700,
  "setup_tns_ns": 0
}
[worst max path at each step]
stage / startpoint / end / slack (ns) / depth (start not counted)
6_report: a[2] / rd[29] / 14.52 / 11
5_1_grt: a[2] / rd[12] / 14.42 / 11
4_1_cts: a[2] / rd[12] / 14.62 / 11
[power by group]
part           internal (mW)  switching (mW)
clock network           1.25           0.949
logic                 0.0988           0.255
registers               2.91         0.00245
total                   4.27            1.21
[routing by layer]
layer  share of wire, %  routed length [um]  vias to the layer above
met5               0.55                1360                        -
met4                5.2               12800                       44
met3                 18               45100                      564
met2                 45              110000                     3039
met1                 31               76700                    22800
li1                   -                   -                    19700
[cells by family after synthesis]
logic type             synth area share (%)
AOI/OAI and AO/OA                      11.7
muxes                                  5.58
buffers and inverters                  2.14
and+or+nand+nor                        3.44
DFF                                    77.1
[per-stage QoR]
step / util (%) / worst slack, ns / instances
after floorplan: - / 17.90 / 4718
after global placement: 52.7 / 14.63 / 6741
after detailed placement: 52.7 / 14.62 / 6741
after CTS: 56.6 / 14.62 / 7107
after global routing: 56.6 / 14.42 / 7125
final: 56.7 / 14.52 / 7134
[synth_stat cells (6+ instances only)]
cell,number,area [sq um]
edfxtp_1,2048,61500
nor2_1,385,1450
a22oi_1,368,2760
a221oi_1,228,2000
mux2i_1,210,2100
clkbuf_1,165,619
o21ai_0,156,781
mux2_2,148,1670
buf_2,138,691
nand2_1,128,480
a21oi_1,117,586
o22ai_1,87,544
o221ai_1,53,464
a22o_1,48,420
a221o_1,42,420
buf_1,38,143
mux4_2,29,653
a31oi_1,28,175
o211ai_1,26,195
o22a_1,26,228
buf_4,21,158
a211oi_1,20,150
nand4_1,18,113
a222oi_1,16,160
and3_1,16,100
nand3_1,15,75.1
or4_1,15,113
a211o_1,14,123
a2bb2oi_1,14,123
and2_1,14,87.6
a21o_1,12,90.1
nand3b_1,12,90.1
nor3_1,12,60.1
nor2b_1,11,68.8
buf_6,7,78.8
nand2b_1,6,37.5
[final cells by class]
type,instances,area (sq um),share of cell area [%]
well taps,2072,2590,2.89
diodes,27,67.6,0.0753
flip-flops and latches,2048,61500,68.5
inverters,4,22.5,0.0251
multi-input cells,2297,16700,18.6
clock buffers,259,5330,5.94
clock inverters,107,890,0.991
repair buffers,320,2630,2.93
